## ./run.sh

```bash
#!/bin/bash
# OpenROAD 26Q1-2900-gdf79404cd8, Yosys 0.63+post, stock flow scripts
make -C /OpenROAD-flow-scripts/flow DESIGN_CONFIG=/design/flow/config.mk WORK_HOME=/design/flow/orfs finish
```

## ./config.mk

```make
export PLATFORM = sky130hd
export DESIGN_NAME = r3_fifo_twobyte
export DESIGN_NICKNAME = r3_fifo_twobyte
export VERILOG_FILES = /design/flow/design.v
export SDC_FILE = /design/flow/constraint.sdc
export NUM_CORES = 4
export LEC_CHECK = 1
export CORE_AREA = 10 10 91 91
export DIE_AREA = 0 0 101 101
```

## ./constraint.sdc

```tcl
current_design r3_fifo_twobyte

set clk_period 1.7
set clk_io_pct 0.2

create_clock -name clk0 -period $clk_period [get_ports {rclk}]
create_clock -name clk1 -period $clk_period [get_ports {wclk}]

set non_clock_inputs [all_inputs -no_clocks]
set_input_delay [expr $clk_period * $clk_io_pct] -clock clk0 $non_clock_inputs
set_output_delay [expr $clk_period * $clk_io_pct] -clock clk0 [all_outputs]
```

## ./design.v

```verilog
`timescale 1ns /1ns
module tube
  (
   input [2:0] h_addr,
   input       h_cs_b,
   inout [7:0] h_data,
   input       h_phi2,
   input       h_rdnw,
   input       h_rst_b,
   output      h_irq_b,
   output      drq,
   input       dack_b,
   input [2:0] p_addr,
   input       p_cs_b,
   inout [7:0] p_data,
   input       p_rd_b,
   input       p_wr_b,
   output      p_rst_b,
   output      p_nmi_b,
   output      p_irq_b
   );
   reg [6:0]   control = 7'b1111111;
   wire        t_flag = control[6];  
   wire        p_flag = control[5];  
   wire        v_flag = control[4];  
   wire        m_flag = control[3];  
   wire        j_flag = control[2];  
   wire        i_flag = control[1];  
   wire        q_flag = control[0];  
   wire [7:0]  ph1_data;
   wire [7:0]  ph2_data;
   wire [7:0]  ph3_data;
   wire [7:0]  ph4_data;
   wire [7:0]  hp1_data;
   wire [7:0]  hp2_data;
   wire [7:0]  hp3_data;
   wire [7:0]  hp4_data;
   wire        ph1_dav;
   wire        ph1_sav;
   wire        hp1_dav;
   wire        hp1_sav;
   wire        ph2_dav;
   wire        ph2_sav;
   wire        hp2_dav;
   wire        hp2_sav;
   wire        ph3_dav;
   wire        ph3_sav;
   wire        hp3_dav;
   wire        hp3_sav;
   wire        ph4_dav;
   wire        ph4_sav;
   wire        hp4_dav;
   wire        hp4_sav;
   reg [7:0]   h_data_out;
   reg [7:0]   p_data_out;
   wire        nmi_flag;
   wire        p_powered_off = !p_rd_b && !p_wr_b;
   wire        tube_reset = !h_rst_b | t_flag;
   always @(negedge h_phi2 or negedge h_rst_b)
     if (!h_rst_b)
       control <= 7'b0000001;
     else if (!h_rdnw && !h_cs_b && h_addr == 3'b000) begin
        if (h_data[7])
          control <= control | h_data[6:0];
        else
          control <= control & ~h_data[6:0];
     end
   r124_fifo_onebyte_shared hp1_hp2_hp4
     (
      .reset(tube_reset),
      .wclk(h_phi2),
      .wclken(!h_cs_b & !h_rdnw),
      .waddr(h_addr),
      .wdata(h_data),
      .rclk(!p_rd_b),
      .rclken(!p_cs_b),
      .raddr(p_addr),
      .dav1(hp1_dav),
      .sav1(hp1_sav),
      .data1(hp1_data),
      .dav2(hp2_dav),
      .sav2(hp2_sav),
      .data2(hp2_data),
      .dav4(hp4_dav),
      .sav4(hp4_sav),
      .data4(hp4_data)
      );
   r124_fifo_onebyte_shared ph1_ph2_ph4
     (
      .reset(tube_reset),
      .wclk(!p_wr_b),
      .wclken(!p_cs_b),
      .waddr(p_addr),
      .wdata(p_data),
      .rclk(h_phi2),
      .rclken(!h_cs_b & h_rdnw),
      .raddr(h_addr),
      .dav1(ph1_dav),
      .sav1(ph1_sav),
      .data1(ph1_data),
      .dav2(ph2_dav),
      .sav2(ph2_sav),
      .data2(ph2_data),
      .dav4(ph4_dav),
      .sav4(ph4_sav),
      .data4(ph4_data)
      );
   r3_fifo_onebyte
     #(
       .init_state(0),
       .empty_value(8'he4)
       )
   hp3
     (
      .wclk(h_phi2),
      .wclken(!h_cs_b & !h_rdnw & h_addr == 3'b101),
      .wdata(h_data),
      .rclk(!p_rd_b),
      .rclken(!p_cs_b & p_addr == 3'b101),
      .reset(tube_reset),
      .rdata(hp3_data),
      .v_flag(v_flag),
      .dav(hp3_dav),
      .sav(hp3_sav)
      );
   r3_fifo_onebyte
     #(
      .init_state(1),
      .empty_value(8'h96)
      )
   ph3
     (
      .wclk(!p_wr_b),
      .wclken(!p_cs_b & p_addr == 3'b101),
      .wdata(p_data),
      .rclk(h_phi2),
      .rclken(!h_cs_b & h_rdnw & h_addr == 3'b101),
      .reset(tube_reset),
      .rdata(ph3_data),
      .v_flag(v_flag),
      .dav(ph3_dav),
      .sav(ph3_sav)
      );
   always @(*)
     if (p_powered_off)
       h_data_out = 8'hFE;
     else
     case (h_addr)
       3'b000: h_data_out = {ph1_dav, hp1_sav, control[5:0]};
       3'b001: h_data_out = ph1_data;
       3'b010: h_data_out = {ph2_dav, hp2_sav, 6'b111111};
       3'b011: h_data_out = ph2_data;
       3'b100: h_data_out = {ph3_dav, hp3_sav, 6'b111111};
       3'b101: h_data_out = ph3_data;
       3'b110: h_data_out = {ph4_dav, hp4_sav, 6'b111111};
       3'b111: h_data_out = ph4_data;
     endcase
   assign h_data = (h_phi2 && !h_cs_b && h_rdnw) ? h_data_out : 8'bZZZZZZZZ;
   always @(*)
     case (p_addr)
       3'b000: p_data_out = {hp1_dav,  ph1_sav, control[5:0]};
       3'b001: p_data_out = hp1_data;
       3'b010: p_data_out = {hp2_dav,  ph2_sav, 6'b111111};
       3'b011: p_data_out = hp2_data;
       3'b100: p_data_out = {nmi_flag, ph3_sav, 6'b111111};
       3'b101: p_data_out = hp3_data;
       3'b110: p_data_out = {hp4_dav,  ph4_sav, 6'b111111};
       3'b111: p_data_out = hp4_data;
     endcase
   assign p_data = (!p_cs_b && !p_rd_b && p_wr_b) ? p_data_out : 8'bZZZZZZZZ;
   assign p_rst_b = (!h_rst_b | p_flag | p_powered_off) ? 1'b0 : 1'b1;
   assign nmi_flag = hp3_dav | ph3_sav;
   assign p_nmi_b = !(m_flag & nmi_flag | p_powered_off);
   assign p_irq_b = !((j_flag & hp4_dav) | (i_flag & hp1_dav) | p_powered_off);
   assign h_irq_b = (q_flag & ph4_dav) ? 1'b0 : 1'bZ;
   assign drq = 1'b0;
endmodule
module r124_fifo_onebyte_shared
  (
   input            reset,
   input            wclk,
   input            wclken,
   input [2:0]      waddr,
   input [7:0]      wdata,
   input            rclk,
   input            rclken,
   input [2:0]      raddr,
   output           dav1,
   output           sav1,
   output     [7:0] data1,
   output           dav2,
   output           sav2,
   output     [7:0] data2,
   output           dav4,
   output           sav4,
   output     [7:0] data4
   );
   reg [7:0]        data;
   always @(negedge wclk)
     if (wclken)
       case (waddr)
         3'b001: data <= wdata;
         3'b011: data <= wdata;
         3'b111: data <= wdata;
       endcase
   wire s1 = (       wclken & waddr == 3'b001);
   wire r1 = (rclk & rclken & raddr == 3'b001) | reset;
   wire s2 = (       wclken & waddr == 3'b011);
   wire r2 = (rclk & rclken & raddr == 3'b011) | reset;
   wire s4 = (       wclken & waddr == 3'b111);
   wire r4 = (rclk & rclken & raddr == 3'b111) | reset;
   ar_dff state_inst_1 (.clk(wclk), .r(r1), .clken(s1), .d(1'b1), .q(dav1));
   ar_dff state_inst_2 (.clk(wclk), .r(r2), .clken(s2), .d(1'b1), .q(dav2));
   ar_dff state_inst_3 (.clk(wclk), .r(r4), .clken(s4), .d(1'b1), .q(dav4));
   assign data1 = data;
   assign data2 = data;
   assign data4 = data;
   assign sav1 = !dav1 & !dav2 & !dav4;
   assign sav2 = !dav1 & !dav2 & !dav4;
   assign sav4 = !dav1 & !dav2 & !dav4;
endmodule
module r124_fifo_onebyte_exclusive
  (
   input            reset,
   input            wclk,
   input            wclken,
   input [2:0]      waddr,
   input [7:0]      wdata,
   input            rclk,
   input            rclken,
   input [2:0]      raddr,
   output           dav1,
   output           sav1,
   output reg [7:0] data1,
   output           dav2,
   output           sav2,
   output reg [7:0] data2,
   output           dav4,
   output           sav4,
   output reg [7:0] data4
   );
   always @(negedge wclk)
     if (wclken)
       case (waddr)
         3'b001: data1 <= wdata;
         3'b011: data2 <= wdata;
         3'b111: data4 <= wdata;
       endcase
   wire s1 = (       wclken & waddr == 3'b001);
   wire r1 = (rclk & rclken & raddr == 3'b001) | reset;
   wire s2 = (       wclken & waddr == 3'b011);
   wire r2 = (rclk & rclken & raddr == 3'b011) | reset;
   wire s4 = (       wclken & waddr == 3'b111);
   wire r4 = (rclk & rclken & raddr == 3'b111) | reset;
   ar_dff state_inst_1 (.clk(wclk), .r(r1), .clken(s1), .d(1'b1), .q(dav1));
   ar_dff state_inst_2 (.clk(wclk), .r(r2), .clken(s2), .d(1'b1), .q(dav2));
   ar_dff state_inst_3 (.clk(wclk), .r(r4), .clken(s4), .d(1'b1), .q(dav4));
   assign sav1 = !dav1;
   assign sav2 = !dav2;
   assign sav4 = !dav4;
endmodule
module r3_fifo_onebyte
  (
   input            wclk,
   input            wclken,
   input [7:0]      wdata,
   input            rclk,
   input            rclken,
   input            reset,
   output reg [7:0] rdata,
   input            v_flag,
   output           dav,
   output           sav
   );
   parameter    init_state = 0;
   parameter    empty_value = 0;  
   wire         r3_state;
   wire         r3_set   = (       wclken) | (reset & init_state);
   wire         r3_reset = (rclk & rclken) | (reset & !init_state);
   ar_dff state (.clk(wclk), .r(r3_reset), .clken(r3_set), .d(1'b1), .q(r3_state));
   always @(negedge wclk)
     if (wclken)
       rdata <= wdata;
   assign dav = r3_state;
   assign sav = !r3_state;
endmodule
module r3_fifo_twobyte
  (
   input        wclk,
   input        wclken,
   input [7:0]  wdata,
   input        rclk,
   input        rclken,
   input        reset,
   output [7:0] rdata,
   input        v_flag,
   output       dav,
   output       sav
   );
   parameter    init_state = 0;
   parameter    empty_value = 0;
   reg          rptr;
   reg          wptr;
   reg          full;
   reg          empty;
   reg [7:0]    data[0:1];
   always @(negedge wclk or posedge reset)
     if (reset)
       wptr <= init_state;  
     else if (wclken & !full) begin
        data[wptr] <= wdata;
        wptr <= !wptr;
     end
   always @(negedge rclk or posedge reset)
     if (reset)
       rptr <= 1'b0;  
     else if (rclken & !empty) begin
        rptr <= !rptr;
     end
   wire clrfull = reset | (rclk & rclken);
   always @(negedge wclk or posedge clrfull)
     if (clrfull)
       full <= 1'b0;  
     else if (wclken & !full)
       full <= rptr != wptr;
   wire clrempty = (reset & (init_state == 1)) | (wclk & wclken);
   wire setempty = (reset & (init_state == 0));
   always @(negedge rclk or posedge setempty or posedge clrempty)
     if (setempty)
       empty <= 1'b1;  
     else if (clrempty)
       empty <= 1'b0;  
     else if (rclken & !empty)
       empty <= rptr != wptr;
   assign rdata = empty ? empty_value : data[rptr];
   assign dav = v_flag ? full : !empty;
   assign sav = empty;
endmodule
module ar_dff
  (
   input clk,
   input clken,
   input d,
   input r,
   output reg q
   );
  always @(negedge clk or posedge r)
    if (r)
      q = 0;
    else if (clken)
      q = d;
endmodule
module as_ar_dff
  (
   input clk,
   input clken,
   input d,
   input r,
   input s,
   output reg q
   );
  always @(negedge clk or posedge r or posedge s)
    if (r)
      q = 0;
   else if (s)
      q = 1;
    else if (clken)
      q = d;
endmodule
module rs_latch
  (
   input r,
   input s,
   output reg q
   );
   always @(r or s)
      if (r)
        q = 0;
      else if (s)
        q = 1;
endmodule
```

==> ci_impl_report.md <==
### Flow metrics

| Metric | Value |
|---|---|
| Setup ws final | -0.947 ns |
| R2r worst-path depth | 5 |
| CP endpoint kind | output port |
| Critical path cell sequence | buf_12 -> buf_8 -> buf_6 -> mux2i_1 -> nor2_1 -> buf_2 |
| Die X | 101 um |
| Cell taking the most area after synthesis | edfxtp_1 |
| CP startpoint | rptr$_DFFE_NP0P_ |
| Pre-antenna DRT Iters | 4 |
| Grt met1 use | 5.74% |
| Area grow syn2layout | 98.0% |
| Largest net degree at the start of global routing | 11 |
| Final instance area | 0.00164 mm^2 |
| Max stage delay on crit path | 0.43 ns |
| Final Skew | 0.0532 ns |
| # DRC | 0 |
| Die Y | 101 um |
| Placed cell areas | 0.00122 mm^2 |
| Termination of the worst setup path | rdata[5] |
| M3 GR Usage | 3.81% |
| Share of power burned in registers | 28.5% |
| Num rows | 29 |
| P_leak | 0.696 nW |
| Most Crowded Layer GR | met2 |
| Most common logic cells in the final layout | inv_1, edfxtp_1, clkbuf_8 |
| Rel. slew slack | 82.7% |
| Crit path DRT | 1.36 ns |
| Initial antenna violation count | 0 |
| Fin. max-slew vios | 0 |
| Setup slack, reg-to-reg | 0.28 ns |
| # Cells Yosys | 52 |
| Wire per inst | 12.8 um |
| Reg2Reg Launch Point | empty$_DFFSRE_NPPP_ |
| RSZ-0062 raised after global routing | true |
| Peak VDD IR | 1.02 mV |
| Syn Inst Count | 52 |
| Final core occ | 25.8% |
| Crit path DAT | 2.31 ns |
| Clock power share | 47.1% |
| GPL Wtd Cong | 0.843 |
| Setup slack at placement | -1.16 ns |
| CTS tree | done |
| Port Buffers | 22 |
| CP Launch Type | register |
| Max cap viols | 0 |
| N_diodes | 0 |
| WHS | -0.466 ns |
| Power Dens Cells | 1300 mW/mm^2 |
| Hold Violations, Final | 2 |
| Top area cell types | edfxtp_1, mux2i_1, dfrtn_1, dfbbn_1, nor2_1 |
| Final ANT Viol Nets | 0 |
| YS chip area | 826 um^2 |
| Max FO, Critical Path | 5 |
| Layout cells sized above 1 | 50.0% |
| Overflow after GRT | 0 |
| Boundary pin count | 24 |
| Crit path buffers/inverters | 4 |
| Flop and latch count out of synthesis | 20 |
| Die area | 0.0102 mm^2 |
| Fp util | 13.0% |
| Synth Seq Share | 71.2% |
| Syn Std Cell Area | 826 um^2 |
| 1st-iter DRT viols | 31 |
| Yosys warning count | 6 |
| Int Power | 1.58 mW |
| Final WL | 2.53 mm |
| Worst hold path type | clock port to async pin |
| Via count | 676 |
| Max stage delay cell, worst path | dfrtn_1 |
| Core ar. | 0.00635 mm^2 |
| OpenROAD warning count | 32 |
| Synth unique cells | 17 |
| Logic pwr share | 24.5% |
| Power Total | 2.13 mW |
| Cell count along the critical path | 6 |
| FF-to-FF End | rptr$_DFFE_NP0P_ |
| GRT met2 Usage | 7.86% |
| Final setup violation count | 11 |
| Worst-margin pin slew | 0.260 ns |
| Share of the synthesized area in the top cell type | 58.2% |
| Sw Share | 26.0% |
| Global-route usage over all layers | 5.32% |
| Post-DP HPWL | 1.55 mm |
| Failing checks | hold timing, setup timing |
| Status | complete, but fails checks |
| Via-to-Cell Ratio | 3.43 |
| CP delay by family, top | buffers and inverters |
| First-pass GRT wire length | 4.13 mm |
| Synth Area per Inst | 15.9 um^2 |
| Clk slew on worst S/H paths | 0.05 ns |
| Sw power | 0.555 mW |
| CP Class | register to output port |
| Vias in the first global route | 815 |
per-stage QoR:
step | setup TNS (ns) | std cells
after global routing | -9.57 | 197
after floorplan | -5.69 | 52
after CTS | -9.08 | 195
after global placement | -29.26 | 156
after detailed placement | -30.34 | 156
final | -9.08 | 197
worst min-delay path: stages:
cell and delay [ns]:
clkbuf_8 0.11, clkbuf_8 0.11, a21oi_1 0.16
area by class of cell:
cell class,count,area (um^2)
multi-input combinational,28,294
fill,627,4710
sequential,20,591
inverter,1,16.3
clock inverter,17,65.1
timing repair buffer,41,404
tap,77,96.3
clock buffer,13,169
sequential cells by signal (all words and copies together) (netlist names):
| name | cells |
|---|---|
| data | 16 |
| empty | 1 |
| rptr | 1 |
| wptr | 1 |
| full | 1 |
layer usage:
metal | up-vias | routed length [um]
li1 | 321 | -
met1 | 324 | 980
met2 | 29 | 1280
met3 | 2 | 252
met4 | 0 | 12
met5 | - | 0
how the worst min path moves through the flow:
stage,end,slack [ns],depth (start not counted)
4_1_cts,full$_DFFE_NP0P_,-0.45,3
5_1_grt,full$_DFFE_NP0P_,-0.46,3
6_report,full$_DFFE_NP0P_,-0.47,3
Yosys cell counts, drive strengths merged:
master and number:
and4bb 1, xnor2 2, nor4b 1, nand3 1, a21oi 1, nand2b 2
mux2 1, buf 2, xor2 1, dfrtn 3, edfxtp 16, inv 2
a21o 2, nor2 8, dfbbn 1, mux2i 8
cells by family after synthesis:
| family | count (synthesis) | synth area share, % |
|---|---|---|
| DFF | 20 | 71.2 |
| and+or+nand+nor | 13 | 8.33 |
| muxes | 9 | 11.1 |
| buffers and inverters | 4 | 2.88 |
| AOI/OAI and AO/OA | 3 | 2.42 |
| xor gates and xnor gates | 3 | 4.09 |
timing repair:
item	CTS	global route
buffers inserted	10	3
pin swaps	4	3
gates cloned	0	0
endpoints found under the setup margin	32	11
gates resized	69	4
hold buffers	0	0
power by group through the flow:
| stage | logic (mW) | registers, mW | clock network [mW] |
|---|---|---|---|
| CTS | 0.510 | 0.607 | 1.02 |
| global route | 0.552 | 0.611 | 1.12 |
| finish | 0.522 | 0.607 | 1.00 |
Power and IR drop assume default switching activity.
